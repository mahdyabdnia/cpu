[design/flow/design.v]
module RegisterFile(BusA, BusB, BusW, RA, RB, RW, RegWr, Clk);
  output [63:0] BusA, BusB;
  input [63:0] BusW;
  input [4:0] RA, RB, RW;
  input RegWr;
  input Clk;
  reg [63:0] registers [31:0];
  assign #2 BusA = registers[RA];
  assign #2 BusB = registers[RB];
  always @ (negedge Clk) 
  begin
    if(RegWr)
      if (RW != 4'd31)
        registers[RW] <= #3 BusW;
      else 
        registers[0] <= #3 'd0; 
  end
endmodule
[design/flow/run.sh]
#!/bin/bash
# OpenROAD 26Q1-2900-gdf79404cd8, Yosys 0.63+post, stock flow scripts
make -C /OpenROAD-flow-scripts/flow DESIGN_CONFIG=/design/flow/config.mk WORK_HOME=/design/flow/orfs finish
[design/flow/config.mk]
export PLATFORM = sky130hd
export DESIGN_NAME = RegisterFile
export DESIGN_NICKNAME = RegisterFile
export VERILOG_FILES = /design/flow/design.v
export SDC_FILE = /design/flow/constraint.sdc
export NUM_CORES = 4
export LEC_CHECK = 1
export CORE_UTILIZATION = 30
[design/flow/constraint.sdc]
current_design RegisterFile

set clk_period 14.2
set clk_io_pct 0.2

create_clock -name clk0 -period $clk_period [get_ports {Clk}]

set non_clock_inputs [all_inputs -no_clocks]
set_input_delay [expr $clk_period * $clk_io_pct] -clock clk0 $non_clock_inputs
set_output_delay [expr $clk_period * $clk_io_pct] -clock clk0 [all_outputs]
==> results.cfg <==
; physical design summary
[floorplan]
die-width_um = 563
floorplan.die_area_mm2 = 0.317
fp.coreArea_mm2 = 0.313
die_height_um = 563
fp_util_pct = 30.2
floorplan.rows = 205
design.portCount = 209

[synthesis]
post_synth_main_logic_family = multiplexers
yosys-top-cells-area = sky130_fd_sc_hd__edfxtp_1 65%, sky130_fd_sc_hd__mux4_2 26%, sky130_fd_sc_hd__mux2_2 2.7%
synth.distinct_cells = 42
yosysChipArea_mm2 = 0.0945
ys_ff = 2048
synthMostInstantiatedCell = sky130_fd_sc_hd__edfxtp_1
ys_seq_share_pct = 65.1
post_synth_ao_oa_area_fraction_pct = 1.93
syn-instance-count = 4296
edf_count = 2048
mux_area_share_pct = 30.2
common_cells = 2048 x sky130_fd_sc_hd__edfxtp_1, 1100 x sky130_fd_sc_hd__mux4_2, 230 x sky130_fd_sc_hd__mux2_2
synth_area_per_cell_um2 = 22.0
ys_cells = 4296
xor_share_pct = 0
adder_cell_area_share_of_the_yosys_netlist_pct = 0
synth_area_leader_cell = sky130_fd_sc_hd__edfxtp_1
netlist_area_mm2 = 0.0945
synth_simple_gate_area_share_pct = 1.12
netlist.area_leader.share_pct = 65.1
async_flop_share_pct = 0
commonest_flop = sky130_fd_sc_hd__edfxtp_1
yosysWarnings = 2

[setup_path]
worstSetupStartpointType = register
crit_path_max_fanout = 2
worst_setup_path_end_kind = primary output
critPathRequiredTime_ps = 11360
path_class = reg -> out
critical_path_arrival_ps = 10190

[placed_design]
post_dp_hpwl_um = 162000
pre_cts_ws_ps = 832
port_buffers = 208
place.gp.congestion = 0.858

[routing]
initialDrtViolationCount = 3285
firstDrtPassIters = 5
routed_via_density = 5.07
count_of_nets_left_with_antenna_violations_after_detail_routing = 0
detail_route.drc_violations = 0
post_drt_wl_per_cell_um = 26.5
detailroute.via_count = 56100
routed_wirelength_um = 293000

[global_route]
grt_pass1_vias = 66600
final_global_route_overflow_total = 0
grt_use_total_pct = 20.0
grt_start_max_net_pins = 100
antenna_found_initial = 16
wire_length_of_the_first_global_routing_pass_um = 420000

[final_timing]
hold_viol = 0
worst_slew_margin_rel_pct = 29.2
slew_violations = 0
finalWorstSetupSlack_ps = 1170
grt_setup_unrepaired = no
setup_tns_ps = 0
worst_slew_pin_slew_ps = 1060
hold-worst-slack_ps = 6730
final-setup-viol-count = 0

[flow_run]
openroad.warnings = 1028
max_cap_violations = 0

[power_and_ir_drop]
share_comb_of_total_power_pct = 7.7
power_frac_clock_pct = 49.7
internal_power_w = 0.0115
ir_drop_v = 0.000118
switching_fraction_of_total_power_pct = 28.2
powerDensity_mw_per_mm2 = 136
p_leak_nw = 44.9
power.share.sequential_pct = 42.7
power.switching_w = 0.00453

[clocking]
post_cts.repair.setup_buffers = 0
cts.clk_slew.worst_paths_ps = 40
numCtsBuffers = 210
clock_sinks = 2048
h-tree-depth = 4
post_cts.resized_instances = 0
cts_root_buf = sky130_fd_sc_hd__clkbuf_16
largest_buffer_count_on_any_clock_path = 3
cts.hold.buffers_added = 0
cts_tree = built

[finish]
final_layout_size_suffix_gt1_share_pct = 29.4
largest_register_ffs = 2048
finish.utilization_pct = 37.8
syn2layout_area_growth_pct = 25.1
largest_register_by_flop_count = registers
largest_registers = registers x2048

[hold_path]
worst_hold_path_type = in -> out

[run_status]
outcome = finished, final reports clean
## final cells by class
cell class	count	area, um^2
clock inverters	2228	9660
repair buffers	439	4490
flip-flops and latches	2048	61500
inverters	2	10.0
multi-input cells	1966	32100
well taps	4140	5180
diodes	20	50.0
clock buffers	212	5310
fillers	27500	194000
## critical path, stage by stage (launching register included)
cell and delay [ps]:
sky130_fd_sc_hd__edfxtp_1 340, sky130_fd_sc_hd__mux2_2 150, sky130_fd_sc_hd__o22ai_1 110, sky130_fd_sc_hd__o31ai_1 290, sky130_fd_sc_hd__a2bb2oi_1 750, sky130_fd_sc_hd__clkdlybuf4s50_1 620
## through the flow
stage	cell area, um^2	instances	power [W]
finish	118000	11100	0.0160
global route	118000	11100	0.0171
CTS	118000	11000	0.0163
detailed placement	103000	8596	0.00902
global placement	103000	8596	0.00901
floorplan	94800	4359	0.00850
## per-layer routing
metal | GRT usage [%] | share of wire [%] | wire, um
met5 | 1.20 | 0.27 | 794
met4 | 7.91 | 2.7 | 7960
met3 | 20.5 | 20 | 59300
met2 | 27.8 | 46 | 135000
met1 | 19.1 | 31 | 89900
## power groups by stage
stage | registers [W] | clock network [W] | logic (W)
finish | 0.00685 | 0.00797 | 0.00123
CTS | 0.00684 | 0.00824 | 0.00125
global route | 0.00684 | 0.00889 | 0.00133
## placed cells by master (no fill, tap or decap), types with 5 or more instances in the layout
| cell type | instances |
|---|---|
| sky130_fd_sc_hd__a221oi_1 | 54 |
| sky130_fd_sc_hd__o21ai_0 | 32 |
| sky130_fd_sc_hd__inv_6 | 5 |
| sky130_fd_sc_hd__clkbuf_16 | 212 |
| sky130_fd_sc_hd__a2bb2oi_1 | 24 |
| sky130_fd_sc_hd__buf_4 | 180 |
| sky130_fd_sc_hd__a211oi_1 | 24 |
| sky130_fd_sc_hd__buf_12 | 51 |
| sky130_fd_sc_hd__o22ai_1 | 49 |
| sky130_fd_sc_hd__a221o_1 | 7 |
| sky130_fd_sc_hd__diode_2 | 20 |
| sky130_fd_sc_hd__a21oi_1 | 8 |
| sky130_fd_sc_hd__nor2_4 | 30 |
| sky130_fd_sc_hd__mux2i_1 | 115 |
| sky130_fd_sc_hd__clkinvlp_2 | 37 |
| sky130_fd_sc_hd__buf_8 | 6 |
| sky130_fd_sc_hd__nor2b_1 | 32 |
| sky130_fd_sc_hd__o31ai_1 | 24 |
| sky130_fd_sc_hd__nor2_1 | 28 |
| sky130_fd_sc_hd__nand2_1 | 32 |
| sky130_fd_sc_hd__clkinv_4 | 22 |
| sky130_fd_sc_hd__a21boi_1 | 8 |
| sky130_fd_sc_hd__inv_4 | 33 |
| sky130_fd_sc_hd__mux4_2 | 1100 |
| sky130_fd_sc_hd__nor2b_2 | 58 |
| sky130_fd_sc_hd__clkdlybuf4s50_1 | 198 |
| sky130_fd_sc_hd__inv_1 | 2089 |
| sky130_fd_sc_hd__bufinv_16 | 33 |
| sky130_fd_sc_hd__mux2_2 | 230 |
| sky130_fd_sc_hd__conb_1 | 64 |
| sky130_fd_sc_hd__edfxtp_1 | 2048 |
## logic make-up (layout without fill, tap and decap cells)
kind of cell           after synthesis  in the layout
flip-flops                        2048           2048
other                                1             84
buffers and inverters              345           2881
AND-OR/OR-AND                      247            247
AND/OR/NAND/NOR                    206            206
multiplexers                      1449           1449
## path summary, 6_finish.rpt
check / startpoint / to / slack (ps) / cells past startpoint
min: RA[1] / BusA[19] / 6730 / 5
max: registers[20][17] / BusA[17] / 1170 / 5
Power figures rest on the tool's default switching activity, not on a simulated workload.
