<file path="./constraint.sdc">
current_design register

set clk_period 14.4
set clk_io_pct 0.2

create_clock -name clk0 -period $clk_period [get_ports {clk}]

set non_clock_inputs [all_inputs -no_clocks]
set_input_delay [expr $clk_period * $clk_io_pct] -clock clk0 $non_clock_inputs
set_output_delay [expr $clk_period * $clk_io_pct] -clock clk0 [all_outputs]
</file>
<file path="./config.mk">
export PLATFORM = sky130hd
export DESIGN_NAME = register
export DESIGN_NICKNAME = register
export VERILOG_FILES = /design/flow/design.v
export SDC_FILE = /design/flow/constraint.sdc
export NUM_CORES = 4
export LEC_CHECK = 1
export CORE_UTILIZATION = 50
</file>
<file path="./design.v">
module register(data_a,data_b,Ad_a,Ad_b,Ad_c,clk,data_wr,wr_acc,);
 output [0:63]data_a,data_b;
input [0:4]Ad_a,Ad_b,Ad_c;
input clk;
input [0:63]data_wr;
input wr_acc;
reg [63:0] mem [0:31];
assign  data_a = mem[Ad_a];
assign   data_b = mem[Ad_b];
always @(negedge clk)
begin
if(wr_acc)
if(data_wr !=64'b0)
mem[Ad_c]<=  data_wr;
else 
mem[0] <=  'd0;
end 
endmodule 
</file>
<file path="./run.sh">
#!/bin/bash
# OpenROAD 26Q1-2900-gdf79404cd8, Yosys 0.63+post, stock flow scripts
make -C /OpenROAD-flow-scripts/flow DESIGN_CONFIG=/design/flow/config.mk WORK_HOME=/design/flow/orfs finish
</file>
==> notes.md <==
Implementation status.

- TritonCTS built the clock tree.
- The most critical setup path has its startpoint at data_wr[11].
- The clock passes through at most 3 buffers.
- The met3 wire length is approximately 64 mm.
- STA lists the maximum fanout along the critical path as 16.
- The via count of the first global-routing pass is a little over 70k.
- The checks that failed: max-capacitance violations.
- Setup repair after global routing left no endpoint under its margin.
- The aggregate global routing overflow is 0.
- The average wire per cell in the routed design is 33.3 µm.
- The footprint of the flip-flops and latches is about 61000 µm².
- Max-slew check failures listed in the final report amount to 0.
- The number of violations reported at the end of detailed-routing iteration 0 is ~4.5k.
- The top-level I/O count is 209.
- The total of hold buffers inserted after clock tree synthesis is 0.
- The post-synth tally of flip-flops with integrated enable is about 2.0k.
- Note that the worst hold path type here is in2out.
- The cell at the root of the clock tree is clkbuf_16.
- The power report puts the leakage power at between 40 and 50 nW.
- In the final layout, the share of cells above drive strength 1 is approximately a fifth.
- The initial antenna violation count is 12.
- The largest non-sequential cell family by area is multiplexers.
- In the synthesized netlist the dominant register cell turns out to be edfxtp_1.
- In this run the vertical extent of the chip is roughly 430 µm.
- The worst-path cell with the longest stage delay is nor4_1.
- In this run the post-CTS setup repair buffer count came out at 0.
- The wire length of the first global-routing pass is roughly 470 mm.
- Synthesis produced 5000 cells.
- The first detailed-routing pass ran for 7 iterations.
- The library cell with the largest summed area after synthesis is edfxtp_1.
- The standard-cell row count is ~160.
- The routed via count divided by cell count is slightly above 6.
- After detailed routing, the total wire length is 334 mm.
- After synthesis, the design contains 5000 cells according to Yosys.
- Summing the areas of all fa, ha and maj instances in the mapped netlist gives 0% of the synthesized area.
- Looking at hold timing, the worst path starts from Ad_a[3].
- The yosys stat chip area is 93600 µm².
- The share of cell area taken by muxes after synthesis is about a quarter.
- For this run, design rule violations remaining after detail routing come to 0.
- The area share of the largest cell type after synthesis is approximately 66%.
- After floorplanning, the die was sized to cover between 150000 and 200000 µm².
- The most numerous cell type found on the critical path is buf_4.
- The total power draw is 16.2 mW.
- For this run, the number of Yosys warnings is 1.
- Per the OpenROAD floorplan log, the width of the die is between 400 and 500 µm.
- The depth of the CTS H-tree is 4.
- The detailed route wirelength on metal2 is 154 mm.
- The aoi/oai-family share of the synthesized area is approximately 5.5%.
- The tool warning count for the run is 1028.
- The run finished, with violations left.
- The synthesized-area fraction occupied by xor and xnor cells is 0%.
- The detailed-routing wirelength on met1 is around 99 mm.
- The distinct cell type count of the synthesized netlist is approximately 61.
- In the floorplan report the effective utilization is 50.4%.
- The worst setup path is launched from an input pin.
- The cell-mix breakdown from Yosys lists the simple-gate area share as roughly 2.4%.
- The setup path with the least slack is of type in2reg.
- The total number of vias is between 60k and 70k.
- The stage delay of the slowest cell on the critical path is between 1 and 1.5 ns.
- The final estimated routing congestion in global placement is slightly below 1.
- The number of hold violations in the final report is 0.
- The layout overhead on the synthesized area is 24.2%.
- The count of nets left with antenna violations once routing finished came out at 0.
- The half-perimeter wire length after detailed placement is around 210 mm.
- Per the post-run analysis, buffers plus inverters along the critical path come to 6.
- Entering global routing, the biggest net connects about 95 pins.
- The number of filler instances in the final layout is ~13k.
- The netlist area before placement is roughly 94000 µm².
- The number of clock buffers inserted by TritonCTS is approximately 220.
- Per the synth log, the flip-flop and latch total comes to slightly above 2k.
- The largest registers in the layout are mem (2048).
- Per the detailed placement report, the placed cell area equals roughly 100000 µm².
- The top metal layer carrying routed signals is met5.
- The nature of the critical path endpoint is a flop.
- The clock-pin slew of the registers on the worst-case setup and hold paths is approximately 0.03 ns.
- Each instance of the synthesized netlist takes up on average 18.7 µm².
- The total number of clock tree sinks is approximately 2.0k.
- STA puts the critical path data required time at approximately 7.7 ns.
- The async set-or-reset flop fraction in the synthesized netlist is 0%.
- Per the placement log, port buffering inserted approximately 210 buffers.
- The number of max-cap violations is 1.
- The register with the most flip-flops in the layout has ~2.0k of them.
- Listed in order, past its start point the critical path passes clkdlybuf4s50_1 -> buf_4 -> nor4_1 -> buf_4 -> nand4_1 -> buf_4 -> or4_1 -> nor4_4 -> buf_12 -> o21bai_4 -> buf_12.
- The cell class contributing the biggest share of worst-path delay is simple AND/OR/NAND/NOR gates.
- In this run, post-CTS repair resized a total of 0 instances.
- Looking at the VDD voltage map, the peak drop is about 0.11 mV.
- The setup-violating endpoint count in the final report is 0.
- The most flop-heavy register is mem.
- The placeable core region is between 150000 and 200000 µm².
- Power spread over the standard cell area amounts to approximately 140 nW/µm².
- Summing the sequential cell areas from Yosys gives 65.7% of the chip area.
- Sorting the synthesized cells by area gives the leading types as edfxtp_1 (66%), mux4_2 (18%), mux2i_1 (6.2%).
- The worst slew margin relative to its limit is 0.659%.
- The worst-margin pin slew is between 1 and 1.5 ns.
- The worst hold path was traced through 5 stages.
- Per the layout area report, the combinational gate area comes to about 30000 µm².
- The data arrival time reported for the critical path is 6.70 ns.
- The design area is ~120000 µm².
- Global routing used about two fifths of the available tracks.
- The STA report counts the stages on the worst setup path as 11.
==> kinds of logic (layout without fill, tap and decap cells) <==
| group | Yosys count | count (layout) |
|---|---|---|
| AOI/OAI and AO/OA | 749 | 749 |
| buffers and inverters | 450 | 3007 |
| DFF | 2048 | 2048 |
| muxes | 1331 | 1331 |
| other | 0 | 8 |
| and+or+nand+nor | 422 | 422 |
==> area by class of cell <==
cell class	instances	share of cell area (%)
Sequential cell	2048	52.9
Multi-Input combinational cell	2502	26.0
Clock inverter	2239	8.58
Timing Repair Buffer	536	4.93
Clock buffer	225	4.84
Tap cell	2480	2.67
Inverter	7	0.0269
Antenna cell	8	0.0172
==> cell usage after synthesis (6+ instances only) <==
cell      count
nor2_1       50
a21oi_1      21
clkbuf_1    191
mux4_2      733
nand2_1      59
inv_1         6
mux2_2       21
a31oi_1      11
o22ai_1     245
and2_1        7
o221ai_1     13
nand2b_1     15
a211oi_1     77
buf_2       158
nand3_1      61
nor4_1       63
o21ai_0      63
o211ai_1     39
a22oi_1     228
buf_4        71
mux2i_1     577
buf_1        19
nor2b_1      33
o31a_1       10
o32ai_1       6
edfxtp_1   2048
nor3_1       95
or3_1         6
==> final timing paths <==
check | slack, ns | endpoint
max | 0.99 | mem[0][61]$_DFFE_NP_
min | 6.75 | data_a[14]
==> worst min-delay path: stages <==
cell	delay, ns
buf_8	0.22
o21ai_0	0.14
o31a_1	0.14
nor4_1	0.06
clkdlybuf4s50_1	0.40
==> where the power goes <==
| part | leakage (nW) | internal [mW] | switching (mW) |
|---|---|---|---|
| Sequential | 18.4 | 6.69 | 0.0344 |
| Clock | 14.8 | 4.43 | 3.87 |
| Combinational | 12.8 | 0.478 | 0.687 |
| Total | 46.1 | 11.6 | 4.60 |
==> layout by cell type (no fill, tap or decap), drive strengths merged, types with 65 or more instances in the layout <==
master         count
a22oi            228
mux4             733
clkbuf           225
nor3              97
mux2i            577
o22ai            245
buf              337
nor4              65
clkdlybuf4s50    199
a211oi            77
edfxtp          2048
inv             2125
==> per-stage QoR <==
step | cells | util, % | worst slack (ns) | hold slack (ns) | TNS [ns]
finish | 10045 | 62.6 | 0.995 | 6.75 | 0
global route | 10041 | 62.6 | 0.848 | 6.84 | 0
CTS | 10037 | 62.6 | 1.01 | 6.79 | 0
detailed placement | 7574 | 54.2 | 0.186 | 6.79 | 0
global placement | 7574 | 54.2 | 0.147 | 6.79 | 0
floorplan | 5000 | - | -1.18 | 6.08 | -2294.29
==> per-layer routing <==
layer	global-route usage, %	vias up
li1	-	26312
met1	45.0	30363
met2	53.4	4998
met3	35.2	749
met4	19.3	28
met5	4.46	-
Power is estimated from default activity; no workload was simulated.
