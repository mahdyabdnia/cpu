==> design/flow/design.v <==
module DataMem(clk,mem_wr,mem_re,address,wr_data,re_data);
input mem_wr;
input mem_re;
input clk;
input [63:0]address;
input [63:0]wr_data;
output reg  [63:0]re_data;
reg [63:0]mem[0:255];
always@(negedge clk)
begin 
if(mem_wr==1)
mem[address]<=wr_data;
if(mem_re==1)
re_data<=mem[address];
end
endmodule 
==> design/flow/config.mk <==
export PLATFORM = sky130hd
export DESIGN_NAME = DataMem
export DESIGN_NICKNAME = DataMem
export VERILOG_FILES = /design/flow/design.v
export SDC_FILE = /design/flow/constraint.sdc
export NUM_CORES = 4
export LEC_CHECK = 1
export CORE_UTILIZATION = 40
export SYNTH_MEMORY_MAX_BITS = 65536
==> design/flow/constraint.sdc <==
current_design DataMem

set clk_period 92.1
set clk_io_pct 0.2

create_clock -name clk0 -period $clk_period [get_ports {clk}]

set non_clock_inputs [all_inputs -no_clocks]
set_input_delay [expr $clk_period * $clk_io_pct] -clock clk0 $non_clock_inputs
set_output_delay [expr $clk_period * $clk_io_pct] -clock clk0 [all_outputs]
==> design/flow/run.sh <==
#!/bin/bash
# OpenROAD 26Q1-2900-gdf79404cd8, Yosys 0.63+post, stock flow scripts
make -C /OpenROAD-flow-scripts/flow DESIGN_CONFIG=/design/flow/config.mk WORK_HOME=/design/flow/orfs finish
==> out/qor.csv <==
metric;value;unit
met3 WL;423000;um
Worst Hold Path Cells;5;
first-pass GRT wire length;2610000;um
Seq/Total Area, Yosys;80.0;%
DIE WIDTH;1240;um
layout cells sized above 1;19.9;%
max_slew headroom;15.0;%
uppermost layer routed;met5;
Cell Count, Final, Fillers Out;66300;
Power, Total;18900;uW
Unique cell types;22;
routability cong.;0.872;
count of cell instances traversed by the critical path;18;
met1 WL;490000;um
yosys stat cell total;25800;
CTS max path bufs;6;
drt pass-1 iters;6;
CP top delay family;buffers and inverters;
main flop type;edfxtp_1;
Commonest Layout Cell;inv_1;
Max FO, Critical Path;69;
most used cell, CP;buf_4;
Pleak;0.308;uW
count of input and output buffers;138;
Clock Latency Late Sink;1.38;ns
Die ar.;1550000;um2
largest net degree at the start of global routing;105;
outcome;complete, no violations;
EDFF count, synth;16400;
Worst path max stage delay;0.89;ns
worst endpoint required time;47.07;ns
DP HPWL;1070000;um
Boundary Pins;195;
Reg clk slew, reported paths;0.03;ns
Vias;347000;
crit-path cells;buf_16 -> buf_4 -> buf_4 -> buf_4 -> buf_4 -> buf_12 -> buf_4 -> buf_4 -> buf_4 -> buf_4 -> buf_4 -> mux4_2 -> a22oi_1 -> a21oi_1 -> buf_4 -> o41ai_2 -> buf_4 -> nand4_1;
core area;1540000;um2
metal2 WL;848000;um
Final Hold Slack;1.07;ns
Worst Setup Path Type;in2reg;
post_cts resized;0;
Final Slew Violations;0;
post-route core utilization;50.4;%
clock tree root buffer cell;clkbuf_16;
RSZ-0062 raised after global routing;false;
synthesized area per cell;23.9;um2
Final setup viols;0;
setup_tns;0;ns
synthesis-stage register bit count;16400;
Worst-Margin Slew;1.26;ns
Inst Count DP;46500;
worst hold path class;reg2reg;
ys async rst share;0;%
Sink Count;16400;
cell area after synthesis;617000;um2
drt wl/cell;28.0;um
Top Layout Cells;inv_1 (16900), edfxtp_1 (16400), mux4_2 (4096);
Max Clock Skew;0.0835;ns
worst reg-to-reg setup slack;88.40;ns
Crit-path slowest cell;o41ai_2;
Synth Instances;25800;
Rows;456;
Post-CTS Setup Bufs;0;
R2R depth;6;
die height;1240;um
vias in the first global route;412000;
Vias/cell;5.24;
FP Util;40.1;%
DRC;0;
hold violation count in the final report;0;
CP Capture Type;flop;
Arr. time, crit path;27.48;ns
pwr dens;24.3;nW/um2
Area Growth Syn to Fin;25.8;%
number of routed nets with antenna violations;0;
Peak VDD IR;20.6;uV
CP Launch Type;input port;
hold buffer count at cts;0;
crit path buf inv count;13;
initial antenna violation count;128;
YS chip area;617000;um2
total CTS buffers;1760;
Max Cap Viol;0;
GRT overflow;0;
yosys warns;1;
Iter 0 DRT Violations;21400;
CTS tree;done;
H-Tree Depth;7;
drt total wl;1860000;um
tool warning count;1090;
gr usage total;26.6;%
## cells in the mapped netlist (7+ instances only)
master        n  area, um2
nand2_1      28        105
mux4_2     4096      92200
a22oi_1    2048      15400
buf_6         9        101
buf_4        50        375
nor2_1      232        871
clkbuf_1    944       3540
buf_2       393       1970
nand4_1      64        400
nand3_1      13       65.1
a21oi_1    1024       5120
nor3_1       30        150
edfxtp_1  16400     494000
o41ai_1     256       2240
buf_1       154        578
nor2b_1       7       43.8
## path summary, 6_finish.rpt
path / to / startpoint
worst max-delay path: re_data[5] / address[1]
worst min register to register: re_data[40] / mem[115][40]
worst max register to register: re_data[35] / mem[138][35]
worst min-delay path: re_data[40] / mem[115][40]
## routing by layer
metal / vias up / track usage (%)
met5: - / 3.97
met4: 195 / 14.1
met3: 3288 / 29.8
met2: 25600 / 35.1
met1: 168000 / 22.7
li1: 150000 / -
## cells by family after synthesis
logic type,count (synthesis),share of synthesized area [%]
flops,16400,80.0
mux,4096,14.9
compound gates,3328,3.68
buf+inv,1552,1.06
simple gates,386,0.277
## tightest hold or removal path, cell delays in order, from the launching register on
cell,delay (ns)
edfxtp_1,0.30
mux4_2,0.22
a22oi_1,0.06
a21oi_1,0.15
o41ai_2,0.14
nand4_1,0.11
## per-stage QoR
step | cell area [um2] | worst slack (ns)
floorplan | 617000 | 21.39
finish | 777000 | 19.59
detailed placement | 656000 | 18.41
global route | 776000 | 19.39
global placement | 656000 | 18.40
CTS | 776000 | 19.81
## cell type report
| type | count | area, um2 |
|---|---|---|
| Clock buffer | 1782 | 44600 |
| Inverter | 1 | 3.75 |
| Sequential cell | 16400 | 494000 |
| Antenna cell | 193 | 483 |
| Tap cell | 20400 | 25500 |
| Clock inverter | 17800 | 75300 |
| Timing Repair Buffer | 1881 | 15600 |
| Fill cell | 117000 | 763000 |
| Multi-Input combinational cell | 7810 | 121000 |
## power by group
| part | internal, uW | total [uW] | switching, uW |
|---|---|---|---|
| sequential | 8330 | 8340 | 14.4 |
| clock | 5210 | 9790 | 4580 |
| combinational | 240 | 727 | 487 |
## state kept, by name, summed over array words and instances, names as in the netlist
signal,count
mem,16384
re_data,64
Power and IR drop assume default switching activity.
